## flow/design.v

```verilog
module RGB(display, X, Y, VGA_R, VGA_G, VGA_B
	, iX1, iY1
	, gX1, gY1
	, u1X1, u1Y1
	, u2X1, u2Y1
	, u3X1, u3Y1
	, win, lose
);
	input display;
	input [31:0] X, Y;
	output[7:0] VGA_R, VGA_G, VGA_B;
	input[31:0] 
	iX1, iY1
	, gX1, gY1
	, u1X1, u1Y1
	, u2X1, u2Y1
	, u3X1, u3Y1
	, win, lose
	;
	wire[31:0]
	iX2, iY2
	, gX2, gY2
	, u1X2, u1Y2, u1X3, u1Y3, u1X4
	, u2X2, u2Y2, u2X3, u2Y3, u2X4
	, u3X2, u3Y2, u3X3, u3Y3, u3X4
	;
	g G1(gX1, gY1, gX2, gY2);
	u U1(u1X1, u1Y1, u1X2, u1Y2, u1X3, u1Y3, u1X4);
	i I1(iX1, iY1, iX2, iY2);
	u u2(u2X1, u2Y1, u2X2, u2Y2, u2X3, u2Y3, u2X4);
	u u3(u3X1, u3Y1, u3X2, u3Y2, u3X3, u3Y3, u3X4);
	reg[7:0] R, G, B;
	assign VGA_R = R;
	assign VGA_G = G;
	assign VGA_B = B;
	always @(display
	, Y, X
	, win, lose
	) begin
		if (display) begin
				if (win[0]) begin
					if ((Y < 584) & (X < 656) & (Y > 488) & (X > 624)) begin
						R = 8'b11111111;
						G = 8'b11111111;
						B = 8'b11111111;
					end 
					else if ((Y < 456) & (X < 656) & (Y > 424) & (X > 624)) begin
						R = 8'b11111111;
						G = 8'b11111111;
						B = 8'b11111111;
					end 
					else begin
						R = 8'b00000000;
						G = 8'b11111111;
						B = 8'b00000000;
					end
				end
				else if (lose[0]) begin
					if ((Y <= 584) & (X <= 624) & (Y > 456) & (X > 592)) begin
						R = 8'b00000000;
						G = 8'b00000000;
						B = 8'b11111111;
					end 
					else if ((Y <= 584) & (X <= 656) & (Y > 552) & (X > 624)) begin
						R = 8'b00000000;
						G = 8'b00000000;
						B = 8'b11111111;
					end 
					else if ((Y <= 584) & (X <= 688) & (Y > 456) & (X > 656)) begin
						R = 8'b00000000;
						G = 8'b00000000;
						B = 8'b11111111;
					end 
					else begin
						R = 8'b11111111;
						G = 8'b00000000;
						B = 8'b00000000;
					end
				end
				else begin
					if ((Y <= iY2) & (X <= iX2) & (Y > iY1) & (X > iX1)) begin
						R = 8'b11111111;
						G = 8'b11111111;
						B = 8'b11111111;
					end 
					else if ((Y <= gY2) & (X <= gX2) & (Y > gY1) & (X > gX1)) begin
						R = 8'b11111111;
						G = 8'b11111111;
						B = 8'b11111111;
					end 
					else if ((Y <= u1Y2) & (X <= u1X2) & (Y > u1Y1) & (X > u1X1)) begin
						R = 8'b11111111;
						G = 8'b00000000;
						B = 8'b00000000;
					end 
					else if ((Y <= u1Y2) & (X <= u1X3) & (Y > u1Y3) & (X > u1X2)) begin
						R = 8'b11111111;
						G = 8'b00000000;
						B = 8'b00000000;
					end 
					else if ((Y <= u1Y2) & (X <= u1X4) & (Y > u1Y1) & (X > u1X3)) begin
						R = 8'b11111111;
						G = 8'b00000000;
						B = 8'b00000000;
					end 
					else if ((Y <= u2Y2) & (X <= u2X2) & (Y > u2Y1) & (X > u2X1)) begin
						R = 8'b00000000;
						G = 8'b11111111;
						B = 8'b00000000;
					end 
					else if ((Y <= u2Y2) & (X <= u2X3) & (Y > u2Y3) & (X > u2X2)) begin
						R = 8'b00000000;
						G = 8'b11111111;
						B = 8'b00000000;
					end 
					else if ((Y <= u2Y2) & (X <= u2X4) & (Y > u2Y1) & (X > u2X3)) begin
						R = 8'b00000000;
						G = 8'b11111111;
						B = 8'b00000000;
					end 
					else if ((Y <= u3Y2) & (X <= u3X2) & (Y > u3Y1) & (X > u3X1)) begin
						R = 8'b00000000;
						G = 8'b00000000;
						B = 8'b11111111;
					end 
					else if ((Y <= u3Y2) & (X <= u3X3) & (Y > u3Y3) & (X > u3X2)) begin
						R = 8'b00000000;
						G = 8'b00000000;
						B = 8'b11111111;
					end 
					else if ((Y <= u3Y2) & (X <= u3X4) & (Y > u3Y1) & (X > u3X3)) begin
						R = 8'b00000000;
						G = 8'b00000000;
						B = 8'b11111111;
					end 
					else begin
						if ((Y <= 816) & (X <= 1248) & (Y > 800) & (X > 32)) begin
							R = 8'b11111111;
							G = 8'b11111111;
							B = 8'b11111111;
						end
						else begin
							R = 8'b00000000;
							G = 8'b00000000;
							B = 8'b00000000;
						end
					end
				end
			end 
		else begin
			R = 8'b00000000;
			G = 8'b00000000;
			B = 8'b00000000;
		end
	end
endmodule 
module my_tri32(in, oe, out);
		input oe;  
		input [31:0] in;
		output [31:0] out;
		assign out = oe ? in : 32'bz;
endmodule 
module i(iX1, iY1, iX2, iY2);
	input[31:0] iX1, iY1;
	output[31:0] iX2, iY2;
	assign iX2 = iX1 + 32;
	assign iY2 = iY1 + 96;
endmodule 
module u(u1X1, u1Y1, u1X2, u1Y2, u1X3, u1Y3, u1X4);
	input[31:0] u1X1, u1Y1;
	output[31:0] u1X2, u1Y2, u1X3, u1Y3, u1X4;
	assign u1X2 = u1X1 + 32;
	assign u1X3 = u1X1 + 64;
	assign u1X4 = u1X1 + 96;
	assign u1Y2 = u1Y1 + 128;
	assign u1Y3 = u1Y1 + 96;
endmodule 
module g(gX1, gY1, gX2, gY2);
	input[31:0] gX1, gY1;
	output[31:0] gX2, gY2;
	assign gX2 = gX1 + 32;
	assign gY2 = gY1 + 32;
endmodule 
```

## flow/run.sh

```bash
#!/bin/bash
# OpenROAD 26Q1-2900-gdf79404cd8, Yosys 0.63+post, stock flow scripts
make -C /OpenROAD-flow-scripts/flow DESIGN_CONFIG=/design/flow/config.mk WORK_HOME=/design/flow/orfs finish
```

## flow/config.mk

```make
export PLATFORM = sky130hd
export DESIGN_NAME = RGB
export DESIGN_NICKNAME = RGB
export VERILOG_FILES = /design/flow/design.v
export SDC_FILE = /design/flow/constraint.sdc
export NUM_CORES = 4
export LEC_CHECK = 1
export CORE_UTILIZATION = 30
```

## flow/constraint.sdc

```tcl
current_design RGB

set clk_period 11.6
set clk_io_pct 0.2

create_clock -name clk0 -period $clk_period

set non_clock_inputs [all_inputs -no_clocks]
set_input_delay [expr $clk_period * $clk_io_pct] -clock clk0 $non_clock_inputs
set_output_delay [expr $clk_period * $clk_io_pct] -clock clk0 [all_outputs]
```

==> run_summary.xml <==
<?xml version="1.0" encoding="UTF-8"?>
<metrics>
  <group name="cts">
    <metric name="postCtsSetupRepairBufs" unit="">0</metric>
    <metric name="cts.hold.buffers_added" unit="">0</metric>
    <metric name="post_cts_resized" unit="">0</metric>
  </group>
  <group name="power_and_ir_drop">
    <metric name="netSwitchingFraction" unit="%">56.0</metric>
    <metric name="power_consumption" unit="mW">1.16</metric>
    <metric name="cellLeakagePower" unit="nW">14.8</metric>
    <metric name="netSwitchingPower" unit="mW">0.649</metric>
    <metric name="internal_power" unit="mW">0.509</metric>
    <metric name="ir_drop" unit="mV">0.0240</metric>
    <metric name="share_seq_of_total_power" unit="%">0</metric>
    <metric name="pwr_density_cell" unit="mW/mm2">34.6</metric>
    <metric name="clock_power_share" unit="%">0</metric>
    <metric name="combinationalPowerShare" unit="%">100.0</metric>
  </group>
  <group name="finish">
    <metric name="final_layout_size_suffix_gt1_share" unit="%">2.32</metric>
    <metric name="fillers" unit="">9522</metric>
    <metric name="numSequentialCells" unit="">0</metric>
    <metric name="areaGrowthSynthToFinish" unit="%">21.1</metric>
    <metric name="final_design_area_no_fill" unit="mm2">0.0335</metric>
    <metric name="layout.area.seq" unit="um2">0</metric>
    <metric name="nClkBuffers" unit="">0</metric>
  </group>
  <group name="die">
    <metric name="fp.dieArea" unit="mm2">0.0935</metric>
    <metric name="rows" unit="">111</metric>
    <metric name="core_region_area" unit="mm2">0.0915</metric>
    <metric name="die_h" unit="um">306</metric>
    <metric name="ios" unit="">473</metric>
    <metric name="floorplan.initialDensity" unit="%">30.3</metric>
    <metric name="chipWidth" unit="um">306</metric>
  </group>
  <group name="worst_setup_path">
    <metric name="critPathLaunchType" unit="">input pin</metric>
    <metric name="worst_ep_arrival_time" unit="ns">8.60</metric>
    <metric name="critical_path_peak_fanout" unit="">8</metric>
    <metric name="timing_worst_setup_path_type" unit="">in -&gt; out</metric>
    <metric name="series_of_cell_instances_along_the_critical_path" unit="">clkdlybuf4s50_1 -&gt; inv_1 -&gt; nor4_1 -&gt; nand2_1 -&gt; nor2_1 -&gt; nand2_1 -&gt; nor2_1 -&gt; nand2_1 -&gt; nor2_1 -&gt; xnor2_1 -&gt; ha_1 -&gt; nand4_1 -&gt; or4_1 -&gt; o221a_2 -&gt; o22ai_1 -&gt; a311oi_1 -&gt; o2111ai_1 -&gt; nand3_1 -&gt; a21o_1 -&gt; a21oi_1 -&gt; buf_4 -&gt; clkdlybuf4s50_1</metric>
    <metric name="critical_path.slowest_cell" unit="">sky130_fd_sc_hd__clkdlybuf4s50_1</metric>
    <metric name="endpoint" unit="">VGA_G[3]</metric>
    <metric name="critPathCaptureType" unit="">primary output</metric>
    <metric name="delay_contributed_by_the_slowest_stage_of_the_critical_path" unit="ns">0.68</metric>
    <metric name="worst-path-buf-inv" unit="">4</metric>
    <metric name="timing.critical_path.depth" unit="">22</metric>
    <metric name="cp_data_required_time" unit="ns">9.28</metric>
    <metric name="worst_setup_path_startpoint" unit="">u3X1[11]</metric>
    <metric name="timing.critical_path.max_delay_family" unit="">simple AND/OR/NAND/NOR gates</metric>
  </group>
  <group name="route">
    <metric name="final_antenna_net_count" unit="">0</metric>
    <metric name="dr_total_vias" unit="">29300</metric>
    <metric name="route.detailed.vias_per_inst" unit="">5.39</metric>
    <metric name="detail_route.iter0.violations" unit="">1860</metric>
    <metric name="detail_route.drc_violations" unit="">0</metric>
    <metric name="wirelength" unit="um">111000</metric>
    <metric name="route.detailed.wl_per_inst" unit="um">20.5</metric>
    <metric name="drt_pre_antenna_iters" unit="">6</metric>
  </group>
  <group name="synth">
    <metric name="synthesis.area" unit="mm2">0.0277</metric>
    <metric name="post-synth-top-area-cell" unit="">sky130_fd_sc_hd__ha_1</metric>
    <metric name="cells_after_synth" unit="">3815</metric>
    <metric name="yosysUniqueCellTypes" unit="">75</metric>
    <metric name="synth_top_cell_by_count" unit="">sky130_fd_sc_hd__ha_1</metric>
    <metric name="ys_chip_area" unit="mm2">0.0277</metric>
    <metric name="top_cells_by_count" unit="">sky130_fd_sc_hd__ha_1, sky130_fd_sc_hd__xnor2_1, sky130_fd_sc_hd__inv_1, sky130_fd_sc_hd__nand2_1, sky130_fd_sc_hd__a21oi_1</metric>
    <metric name="synth.avg_cell_area" unit="um2">7.26</metric>
    <metric name="yosys.area.top_type_share" unit="%">38.1</metric>
    <metric name="number_of_warnings_reported_in_the_yosys_synthesis_log" unit="">2</metric>
    <metric name="yosys-stat-cells" unit="">3815</metric>
    <metric name="yosys-top-cells-area" unit="">sky130_fd_sc_hd__ha_1, sky130_fd_sc_hd__xnor2_1, sky130_fd_sc_hd__a21oi_1, sky130_fd_sc_hd__nand4_1, sky130_fd_sc_hd__inv_1</metric>
    <metric name="synth_seq_share" unit="%">0</metric>
  </group>
  <group name="hold_path">
    <metric name="hold_class" unit="">in -&gt; out</metric>
    <metric name="hold_depth" unit="">5</metric>
  </group>
  <group name="sta">
    <metric name="finalSetupViolations" unit="">0</metric>
    <metric name="max_freq" unit="MHz">91.6</metric>
    <metric name="rsz_0062_raised_after_global_routing" unit="">no</metric>
    <metric name="min_period" unit="ns">10.92</metric>
    <metric name="max-slew-margin-rel" unit="%">30.2</metric>
    <metric name="fin_tns_setup" unit="ns">0</metric>
    <metric name="layout_setup_ws" unit="ns">0.678</metric>
    <metric name="finalHoldViolCount" unit="">0</metric>
    <metric name="tcrit_tclk_final" unit="%">94.2</metric>
    <metric name="worst-slew-pin-transition" unit="ns">1.05</metric>
    <metric name="timing.final.max_slew_violations" unit="">0</metric>
  </group>
  <group name="job">
    <metric name="tool_warnings" unit="">117</metric>
    <metric name="timing.max_cap.violations" unit="">0</metric>
  </group>
  <group name="place">
    <metric name="dp_hpwl" unit="um">90400</metric>
    <metric name="finalWeightedCongestion" unit="">0.989</metric>
    <metric name="preCtsSetupSlack" unit="ns">0.774</metric>
    <metric name="portbufs" unit="">411</metric>
    <metric name="placed_area" unit="mm2">0.0335</metric>
  </group>
  <group name="global_route">
    <metric name="grt_antenna_before_repair" unit="">23</metric>
    <metric name="track_usage" unit="%">23.7</metric>
    <metric name="grt_pass1_vias" unit="">28300</metric>
    <metric name="global_route.overflow_total" unit="">0</metric>
    <metric name="grt_pass1_wl" unit="um">167000</metric>
    <metric name="grt_max_degree" unit="">25</metric>
  </group>
  <group name="run_status">
    <metric name="status" unit="">completed</metric>
  </group>
</metrics>
how the worst min path moves through the flow:
stage / startpoint / end / slack (ns)
after global routing: display / VGA_G[2] / 5.89
final: display / VGA_G[0] / 5.82
after CTS: display / VGA_G[2] / 5.83
area by class of cell:
cell class / instances / area (um2) / share of cell area (%)
Multi-Input combinational cell: 3399 / 26000 / 77.7
Antenna cell: 11 / 27.5 / 0.0821
Timing Repair Buffer: 482 / 4650 / 13.9
Tap cell: 1186 / 1480 / 4.43
Inverter: 352 / 1320 / 3.94
cells in the final DEF, fill, tap and decap left out, types with 11 or more instances in the layout:
master	synthesis	layout
sky130_fd_sc_hd__a21oi_1	320	320
sky130_fd_sc_hd__buf_4	22	71
sky130_fd_sc_hd__nand3_1	185	185
sky130_fd_sc_hd__and3_1	28	28
sky130_fd_sc_hd__ha_1	844	844
sky130_fd_sc_hd__xnor2_1	459	459
sky130_fd_sc_hd__o21ai_0	140	140
sky130_fd_sc_hd__clkinv_1	13	13
sky130_fd_sc_hd__or4_1	12	12
sky130_fd_sc_hd__nand2_1	321	321
sky130_fd_sc_hd__nand4b_1	14	14
sky130_fd_sc_hd__inv_1	339	339
sky130_fd_sc_hd__o21a_1	15	15
sky130_fd_sc_hd__a211oi_1	28	28
sky130_fd_sc_hd__o211ai_1	21	21
sky130_fd_sc_hd__nand4_1	219	219
sky130_fd_sc_hd__clkdlybuf4s50_1	0	411
sky130_fd_sc_hd__a21o_1	94	94
sky130_fd_sc_hd__nor2b_1	40	40
sky130_fd_sc_hd__nand2b_1	23	23
sky130_fd_sc_hd__nor4_1	63	63
sky130_fd_sc_hd__nor2_1	251	251
sky130_fd_sc_hd__a221oi_1	25	25
sky130_fd_sc_hd__diode_2	0	11
sky130_fd_sc_hd__nor3_1	105	105
sky130_fd_sc_hd__or3_1	12	12
sky130_fd_sc_hd__and4_1	15	15
routing by layer:
| metal | track usage (%) | share of wire, % | vias to the layer above |
|---|---|---|---|
| li1 | - | - | 14800 |
| met1 | 31.8 | 45 | 13400 |
| met2 | 39.1 | 46 | 854 |
| met3 | 3.00 | 6.1 | 163 |
| met4 | 7.90 | 3.4 | 16 |
| met5 | 0 | 0.094 | - |
worst min-delay path, stage by stage:
cell and delay (ns):
sky130_fd_sc_hd__clkdlybuf4s50_1 0.45, sky130_fd_sc_hd__nand2_1 0.11, sky130_fd_sc_hd__a21oi_1 0.05, sky130_fd_sc_hd__buf_4 0.16, sky130_fd_sc_hd__clkdlybuf4s50_1 0.40
cell families (layout without fill, tap and decap cells):
kind of cell | count (synthesis) | after routing | share of synthesized area, %
multiplexers | 1 | 1 | 0.0362
adder cells (fa/ha/maj) | 844 | 844 | 38.1
other | 0 | 11 | 0
AND/OR/NAND/NOR | 1342 | 1342 | 24.6
XOR/XNOR | 467 | 467 | 14.8
buffers and inverters | 416 | 834 | 5.94
AND-OR/OR-AND | 745 | 745 | 16.5
power by group through the flow:
stage | clock (mW) | combinational (mW) | sequential (mW)
final | 0.000000128 | 1.16 | 0
after CTS | 0 | 1.16 | 0
after global routing | 0.000000127 | 1.31 | 0
per-stage QoR:
step / cells / utilization [%] / hold slack (ns)
6_report: 5430 / 36.6 / 5.82
5_1_grt: 5430 / 36.6 / 5.89
4_1_cts: 5419 / 36.6 / 5.83
3_5_place_dp: 5419 / 36.6 / 5.82
3_3_place_gp: 5419 / 36.6 / 5.82
2_1_floorplan: 3815 / - / 4.75
No activity file was given, so power comes from the tool's default toggle rates.
