===== design.v =====
module VGA(clock, reset, VGA_HS, VGA_VS, VGA_BLANK, VGA_SYNC, X, Y, display);
	input clock, reset;
	output VGA_VS, VGA_HS, VGA_BLANK, VGA_SYNC, display;
	output[31:0] X, Y;
	wire[31:0] ha, hb, hc, hd, va, vb, vc, vd, hT, vT;
	wire hp, vp;
	assign ha = 112; 
	assign hb = 248;
	assign hc = 1280;
	assign hd = 48;
	assign hp = 1'b1;
	assign va = 3;		
	assign vb = 38;
	assign vc = 1024; 
	assign vd = 1;
	assign vp = 1'b1;
	assign hT = ha + hb + hc + hd;  
	assign vT = va + vb + vc + vd; 
	assign VGA_SYNC = 1'b0; 
	assign VGA_BLANK = 1'b1;
	assign VGA_HS = hs;
	assign VGA_VS = vs;
	reg[31:0] Xcount, X; 
	reg[31:0] Ycount, Y; 
	reg hs, vs, blank;
	reg display; 
	always @(posedge clock) begin
		if(reset) begin 
			Xcount = 0; 
			Ycount = 0; 
			hs = ~hp; 
			vs = ~vp; 
			display = 1'b0;
			X = 0; 
			Y = 0; 
		end
		else if(clock) begin
			if (Xcount < (hT-1)) begin
				Xcount = Xcount + 1;
			end else begin
				Xcount = 0;
				if(Ycount < (vT-1)) begin
					Ycount = Ycount + 1;
				end else begin
					Ycount = 0;
				end
			end
		end
		if ((Xcount < (hc + hd)) | (Xcount > (hc + hd + ha))) begin
			hs = ~hp; 
		end else begin 
			hs = hp; 
		end 
		if ((Ycount < (vc + vd)) | (Ycount > (vc + vd + va))) begin
			vs = ~vp; 
		end else begin 
			vs = vp; 
		end 
		if (Xcount < hc) begin 
			X = Xcount;				
		end
		if (Ycount < vc) begin 
			Y = Ycount;				
		end
		if ((Xcount < hc) & (Ycount < vc)) begin
			display = 1'b1;
		end else begin													  
			display = 1'b0;
		end
	end
endmodule 

===== run.sh =====
#!/bin/bash
# OpenROAD 26Q1-2900-gdf79404cd8, Yosys 0.63+post, stock flow scripts
make -C /OpenROAD-flow-scripts/flow DESIGN_CONFIG=/design/flow/config.mk WORK_HOME=/design/flow/orfs finish

===== config.mk =====
export PLATFORM = sky130hd
export DESIGN_NAME = VGA
export DESIGN_NICKNAME = VGA
export VERILOG_FILES = /design/flow/design.v
export SDC_FILE = /design/flow/constraint.sdc
export NUM_CORES = 4
export LEC_CHECK = 1
export CORE_UTILIZATION = 50

===== constraint.sdc =====
current_design VGA

set clk_period 8.4
set clk_io_pct 0.2

create_clock -name clk0 -period $clk_period [get_ports {clock}]

set non_clock_inputs [all_inputs -no_clocks]
set_input_delay [expr $clk_period * $clk_io_pct] -clock clk0 $non_clock_inputs
set_output_delay [expr $clk_period * $clk_io_pct] -clock clk0 [all_outputs]

==> out/qor.log <==
INFO  logic_synthesis post-synth-top-area-cell=sky130_fd_sc_hd__edfxtp_1
INFO  floorplanning  std_cell_rows=37
INFO  logic_synthesis number_of_enable_type_register_cells_in_the_synthesized_netlist=64
INFO  logic_synthesis synth_seq_share=59.93%
INFO  outcome        status=did not finish
INFO  logic_synthesis syn-instance-count=492
INFO  logic_synthesis top_cell_types_by_occurrence_after_synthesis=79 x sky130_fd_sc_hd__nor2_1, 67 x sky130_fd_sc_hd__dfxtp_1, 64 x sky130_fd_sc_hd__edfxtp_1
INFO  logic_synthesis synthSimpleGateAreaFrac=20.47%
INFO  logic_synthesis synth_cell_types=65
INFO  logic_synthesis post_synth_xor_area_fraction=4.481%
INFO  logic_synthesis ys.warnings.count=1
INFO  placement      dpl.hpwl=6675um
INFO  floorplanning  floorplan.core_util=52.04%
INFO  outcome        stop_stage=4_1_cts
INFO  logic_synthesis syn-cell-area=0.005445sqmm
INFO  logic_synthesis dominant_non_sequential_cell_family_after_synthesis=simple AND/OR/NAND/NOR gates
INFO  logic_synthesis synth.yosys.chip_area=0.005445sqmm
INFO  floorplanning  i_o_pin_cnt=71
INFO  logic_synthesis asyncSetResetFlopFracSynth=0%
INFO  logic_synthesis synth_compound_gate_area_share=10.41%
INFO  logic_synthesis ys_sh_adder=0.6893%
INFO  placement      routabilityCongestion=0.8976
INFO  logic_synthesis avgSynthCellArea=11.07squm
INFO  logic_synthesis synth.ff_latch_count=131
INFO  floorplanning  chipWidth=106.4um
INFO  logic_synthesis yosys.area.top_type_share=35.29%
INFO  logic_synthesis netlist_top_cells_area=sky130_fd_sc_hd__edfxtp_1 35%, sky130_fd_sc_hd__dfxtp_1 25%, sky130_fd_sc_hd__nor2_1 5.4%
INFO  logic_synthesis yosysCellCount=492
INFO  placement      buffer_ports.inserted=68
INFO  logic_synthesis muxShareOfSynthArea=0.5744%
INFO  outcome        error_message=[ERROR DPL-0036] Detailed placement failed.
INFO  floorplanning  die_h=106.4um
INFO  logic_synthesis synth_top_flop_cell=sky130_fd_sc_hd__dfxtp_1
INFO  logic_synthesis post-synth-top-count-cell=sky130_fd_sc_hd__nor2_1
[cells by family after synthesis]
family                     count (synthesis)
AOI/OAI and AO/OA                         74
xor gates and xnor gates                  27
adders and majority gates                  3
buffers and inverters                     39
DFF                                      131
muxes                                      3
other                                      2
and+or+nand+nor                          213
[stage by stage]
step                area [sq um]  util, %  instances  worst slack (ns)  hold WS (ns)
detailed placement          6349    60.68        719             1.749        0.1256
global placement            6349    60.68        719             1.750        0.1256
floorplan                   5607        -        535             1.638        0.3800
